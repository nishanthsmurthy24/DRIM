### design/flow/design.v
typedef enum logic [6:0] {
LB,
LH,
LW,
LBU,
LHU,
FLW,
FLD,
FENCE,
FENCEI,
ADDI,
SLLI,
SLTI,
SLTIU,
XORI,
SRLI,
SRAI,
ORI,
ANDI,
AUIPC,
SB,
SH,
SW,
FSW,
FSD,
ADD,
SUB,
MUL,
SLL,
MULH,
SLT,
MULHSU,
SLTU,
MULHU,
XOR,
DIV,
SRL,
DIVU,
SRA,
OR,
REM,
REMU,
AND,
LUI,
FMADDS,
FMSUBS,
FNMSUBS,
FNMADDS,
FADDS,
FSUBS,
FMULS,
FDIVS,
FSQRTS,
FSGNJS,
FSGNJNS,
FSGNJXS,
FMINS,
FMAXS,
FCVTWS,
FCVTWUS,
FCLASS,
FMVXS,
FLES,
FLTS,
FEQS,
FCVTSW,
FCVTSWU,
FMVSX,
BEQ,
BNE,
BLT,
BGE,
BLTU,
BGEU,
JALR,
JAL,
ECALL,
EBREAK,
CSRRW,
CSRRS,
CSRRC,
CSRRWI,
CSRRSI,
CSRRCI,
IDLE
} detected_instr;
typedef enum logic [4:0] {
CADDI4SPN,
CLW,
CFLW,
CSW,
CFSW,
CADDI,
CJAL,
CLI,
CADDI16SP,
CLUI,
CSRLI,
CSRAI,
CANDI,
CSUB,
CXOR,
COR,
CAND,
CJ,
CBEQZ,
CBNEZ,
CSLLI,
CLWSP,
CFLWSP,
CJR,
CMV,
CEBREAK,
CJALR,
CADD,
CSWSP,
CFSWSP,
CIDLE
} detected_instr_c;
module gshare #(PC_BITS=32,HISTORY_BITS=2,SIZE=1024)
	(
	input  logic               clk         ,
	input  logic               rst_n       ,
	input  logic [PC_BITS-1:0] pc_in       ,
	output logic               is_taken_out,
	input  logic               wr_en       ,
	input  logic [PC_BITS-1:0] orig_pc     ,
	input  logic               is_taken
);
	localparam SEL_BITS = $clog2(SIZE);
	logic [    SEL_BITS-1 : 0] line_selector    ;
	logic [HISTORY_BITS-1 : 0] counter_selector ;
	logic [HISTORY_BITS-1 : 0] gl_history       ;
	logic [             1 : 0] retrieved_counter, old_counter, final_value;
	logic [              7 :0] retrieved_data, write_retrieved_data, new_counter_vector;
	logic [    SEL_BITS-1 : 0] write_line_selector   ;
	logic [HISTORY_BITS-1 : 0] write_counter_selector;
	logic [HISTORY_BITS +1: 0] starting_bit, write_counter_stating_bit;
	logic [1:0][SEL_BITS-1 : 0]read_addresses;
	logic [1:0][7 :0] 		   data_out;
	localparam int GS_SIZE = 8*SIZE + $bits(gl_history);
	assign line_selector = pc_in[SEL_BITS : 1];
	assign counter_selector = gl_history ^ pc_in[HISTORY_BITS : 1];
	assign starting_bit      = counter_selector << 1;
	assign retrieved_counter = retrieved_data[starting_bit +: 2];
	assign is_taken_out = retrieved_counter[1];
	assign read_addresses[0] = line_selector;
	assign read_addresses[1] = write_line_selector;
	sram #(
		.SIZE      (SIZE),
		.DATA_WIDTH(8   ),
		.RD_PORTS  (2   ),
		.WR_PORTS  (1   ),
		.RESETABLE (1   )
	) SRAM (
		.clk          (clk                ),
		.rst_n        (rst_n              ),
		.wr_en        (wr_en              ),
		.read_address (read_addresses     ),
		.data_out     (data_out           ),
		.write_address(write_line_selector),
		.new_data     (new_counter_vector )
	);
	assign retrieved_data       = data_out[0];
	assign write_retrieved_data = data_out[1];
	assign write_line_selector       = orig_pc[SEL_BITS : 1];
	assign write_counter_selector    = gl_history ^ orig_pc[HISTORY_BITS : 1];
	assign write_counter_stating_bit = write_counter_selector << 1;
	assign old_counter = write_retrieved_data[write_counter_stating_bit +: 2];
	always_comb begin : NewValue
		if(is_taken) begin
			if(old_counter<2'b11) begin
				final_value = old_counter+1;
			end else begin
				final_value = old_counter;
			end
		end else begin
			if(old_counter>2'b00) begin
				final_value = old_counter-1;
			end else begin
				final_value = old_counter;
			end
		end
	end
	always_comb begin : NewVector
		new_counter_vector                               = write_retrieved_data;
		new_counter_vector[write_counter_stating_bit+:2] = final_value;
	end
	always_ff @(posedge clk or negedge rst_n) begin : UpdateGH
		if(!rst_n) begin
			gl_history <= 2'b00;
		end else begin
			if(wr_en) begin
				gl_history <= { is_taken , gl_history[HISTORY_BITS-1:1] };
			end
		end
	end
endmodule
module sram
    #(SIZE=1024,DATA_WIDTH=8, RD_PORTS=1, WR_PORTS=1, RESETABLE=0) (
    input  logic                                  clk          ,
    input  logic                                  rst_n        ,
    input  logic [WR_PORTS-1:0]                   wr_en        ,
    input  logic [WR_PORTS-1:0][$clog2(SIZE)-1:0] write_address,
    input  logic [WR_PORTS-1:0][  DATA_WIDTH-1:0] new_data     ,
    input  logic [RD_PORTS-1:0][$clog2(SIZE)-1:0] read_address ,
    output logic [RD_PORTS-1:0][  DATA_WIDTH-1:0] data_out
);
    localparam SEL_BITS = $clog2(SIZE);
	logic [SIZE-1:0][DATA_WIDTH-1:0] Memory_Array;
    always_comb begin : DataOUT
        for (int i = 0; i < RD_PORTS; i++) begin
            data_out[i] = Memory_Array[read_address[i]];
        end
    end
    generate
        if(RESETABLE) begin
            always_ff @(posedge clk or negedge rst_n) begin : Update
                if(!rst_n) begin
                    for (int i = 0; i <= SIZE-1; i++) begin
                        Memory_Array[i]<='d0;
                    end
                end else begin
                    for (int i = 0; i < WR_PORTS; i++) begin
                        if (wr_en[i]) Memory_Array[write_address[i]] <= new_data[i];
                    end
                end
            end
        end else begin
            always_ff @(posedge clk) begin : Update
                for (int i = 0; i < WR_PORTS; i++) begin
                    if (wr_en[i]) Memory_Array[write_address[i]] <= new_data[i];
                end
            end
        end
    endgenerate
endmodule
### design/flow/run.sh
#!/bin/bash
# OpenROAD 26Q1-2900-gdf79404cd8, Yosys 0.63+post, stock flow scripts
make -C /OpenROAD-flow-scripts/flow DESIGN_CONFIG=/design/flow/config.mk WORK_HOME=/design/flow/orfs finish
### design/flow/config.mk
export PLATFORM = sky130hd
export DESIGN_NAME = gshare
export DESIGN_NICKNAME = gshare
export VERILOG_FILES = /design/flow/design.v
export SDC_FILE = /design/flow/constraint.sdc
export NUM_CORES = 4
export LEC_CHECK = 1
export CORE_UTILIZATION = 30
### design/flow/constraint.sdc
current_design gshare

set clk_period 25.7
set clk_io_pct 0.2

create_clock -name clk0 -period $clk_period [get_ports {clk}]

set non_clock_inputs [all_inputs -no_clocks]
set_input_delay [expr $clk_period * $clk_io_pct] -clock clk0 $non_clock_inputs
set_output_delay [expr $clk_period * $clk_io_pct] -clock clk0 [all_outputs]
==> metrics.cfg <==
[yosys]
ff_type = dfrtp_1
edf_count = 0
syn_inst = 34900
synth_area_um2 = 389000
yosysCellCount = 34900
top_area_cell = dfrtp_1
synth_seq_share_pct = 52.7
synth_flops = 8194
yosysTopAreaCellShare_pct = 52.7
ys_area_um2 = 389000
synth_warnings = 2
avgSynthCellArea_um2 = 11.2
synthArstFlopShare_pct = 100
synth_cell_type_count = 80
synthTopCellsByArea = dfrtp_1 53%, mux4_2 19%, a21oi_1 11%

[flow_run]
max-cap-violations = 0
stage_log_warnings = 206

[worst_setup_path]
path_class = in2out
cp-endpoint = is_taken_out
critPathRequiredTime_ns = 20.56
r2r_setup_slack_ns = 16.55
cp-start-kind = input pin
worstSetupEndpointType = primary output
reg2reg_to = SRAM.Memory_Array[8057]
crit_fanout = 67
reg2reg_depth = 18
arrival_ns = 12.66
rr_startpoint = SRAM.Memory_Array[2532]
startpoint = pc_in[1]

[clock_network]
cts_htree_levels = 6
cts_tree = yes
postCtsSetupRepairBufs = 0
cts_made_buffers = 849
numClockSinks = 8194
clk_latency_ns = 1.25
postCtsHoldBufs = 0
cts_resized = 0
root_buffer = clkbuf_16
clkTransAtPathRegs_ns = 0.06
clockBufferDepth = 4

[sta]
fmax_mhz = 56.2
postLayoutSetupSlackWorst_ns = 7.90
drv_slew = 0
period_needed_ns = 17.80
fin_setup_tns_ns = 0
finalClockPeriodUsage_pct = 69.3
worst_pin_slew_ns = 1.25
finClkSkew_ns = 0.121
slew_headroom_pct = 14.6
final-setup-viol-count = 0
rsz0062_at_grt = false
finalHoldViolations = 0

[final_layout]
comb_area_um2 = 169000
nFillCells = 122000
utilization_pct = 34.2
layout-drive-gt1-share_pct = 19.4
area_growth_pct = 13.4
seq_area_um2 = 205000

[status]
outcome = complete, no violations

[pwr]
power.leakage_nw = 195
powerDensity_nw_per_um2 = 70.2
ir_drop_mv = 0.0856
power.total_w = 0.0309

[floorplan]
coreArea_um2 = 1290000
initCoreUtil_pct = 30.1
die_area_um2 = 1300000
ios = 69
die_w_mm = 1.14
rows = 417
dieHeight_mm = 1.14

[drt]
viasPerCell = 5.46
dr_total_vias = 288000
final_antenna_net_count = 0
post_drt_wl_per_cell_um = 25.4
drt_iter0_drc = 22300
dr.pass1.iters = 8
drc = 0
wl_mm = 1340

[min_path]
min_path_type = reg2reg

[grt]
grt_pass1_vias = 298000
grt_max_degree = 138
grt_first_pass_wirelength_mm = 1990
grt_usage_pct = 21.4
antenna_found_initial = 128
overflow = 0

[place]
dp_hpwl_mm = 897
place_congestion = 0.970
io_buffers = 24
pre_cts_slack_ns = 7.82

## registers in the layout, summed over array words and instances (netlist names)
signal and cells:
SRAM.Memory_Array 8192, gl_history 2
## cells by family (layout without fill, tap and decap cells)
kind of cell             after synthesis  after routing  share of synthesized area [%]
other                                  0            243                              0
AND/OR/NAND/NOR                    10300          10300                           10.3
flip-flops                          8194           8194                           52.7
buffers and inverters               3122           3524                           3.89
multiplexers                        3838           3838                           20.4
XOR/XNOR                               9              9                         0.0203
AND-OR/OR-AND                       9341           9341                           12.6
adder cells (fa/ha/maj)                7              7                         0.0225
## per-stage QoR
stage	hold WS, ns	area [um^2]	std cells
2_1_floorplan	0.487	389000	34900
3_3_place_gp	0.500	411000	50900
3_5_place_dp	0.512	411000	50900
4_1_cts	0.527	440000	52400
5_1_grt	0.538	440000	52500
6_report	0.522	441000	52700
## final cells by class
class | instances | area share (%)
Sequential cell | 8194 | 46.5
Multi-Input combinational cell | 23500 | 38.4
Clock buffer | 1266 | 5.72
Tap cell | 17200 | 4.88
Timing Repair Buffer | 1958 | 3.48
Clock inverter | 282 | 0.894
Antenna cell | 243 | 0.138
Inverter | 18 | 0.0187
## synthesized netlist by cell type, types with 9 or more instances
library cell  number
nor2_1          9423
a21oi_1         8339
dfrtp_1         8194
mux4_2          3269
clkbuf_1        1642
buf_2            768
nand2_1          486
mux2i_1          435
o22ai_1          381
buf_4            353
a22oi_1          229
buf_1            192
buf_6            149
mux2_2           131
nand3_1           89
nor4_1            88
a31oi_1           60
nor3_1            51
a211oi_1          50
o21ai_0           48
nor2b_1           46
a2111oi_0         37
o211ai_1          27
a22o_1            21
and3_1            21
a221oi_1          19
nand4_1           19
nand2b_1          18
or4_1             18
inv_1             17
o221ai_1          17
a32oi_1           16
and2_1            14
o2111ai_1         14
a211o_1           10
nand3b_1           9
## critical path, stage by stage
cell and delay (ns):
buf_16 0.34, buf_4 0.58, buf_4 0.61, buf_4 0.60, buf_12 0.56, buf_12 0.50, mux4_2 0.62, mux4_2 0.50
mux4_2 0.63, mux4_2 0.50, mux4_2 0.61, mux4_2 0.70, clkdlybuf4s50_1 0.48
## power breakdown
group          switching [W]  internal [W]  total (W)
Combinational        0.00327       0.00115    0.00441
Clock                0.00541       0.00742     0.0128
Sequential          0.000304        0.0134     0.0137
## worst min-delay path by stage
stage | start | end | slack (ns) | depth (start not counted)
CTS | SRAM.Memory_Array[468] | SRAM.Memory_Array[468] | 0.53 | 2
global route | SRAM.Memory_Array[6448] | SRAM.Memory_Array[6448] | 0.54 | 2
finish | SRAM.Memory_Array[4670] | SRAM.Memory_Array[4670] | 0.52 | 2
## cell usage in the layout (no fill, tap or decap), types with 151 or more instances in the layout
master / Yosys / final
a21oi_1: 8339 / 8338
nand2_1: 486 / 478
nor2_1: 9423 / 9406
dfrtp_1: 8194 / 8194
mux2i_1: 435 / 433
mux4_2: 3269 / 3269
a22oi_1: 229 / 229
buf_4: 353 / 1894
clkinv_2: 0 / 151
clkbuf_1: 1642 / 186
o22ai_1: 381 / 381
clkbuf_16: 0 / 858
clkbuf_8: 0 / 222
diode_2: 0 / 243
## per-layer routing
metal | up-vias | track usage (%) | part of all wire (%)
met3 | 3143 | 14.5 | 16
met4 | 150 | 12.3 | 7.2
li1 | 125000 | - | -
met2 | 13900 | 29.4 | 43
met5 | - | 1.30 | 0.16
met1 | 146000 | 24.7 | 34
No activity file was given, so power comes from the tool's default toggle rates.
