## flow/constraint.sdc

```tcl
current_design ld_st_buffer

set clk_period 9.9
set clk_io_pct 0.2

create_clock -name clk0 -period $clk_period [get_ports {clk}]

set non_clock_inputs [all_inputs -no_clocks]
set_input_delay [expr $clk_period * $clk_io_pct] -clock clk0 $non_clock_inputs
set_output_delay [expr $clk_period * $clk_io_pct] -clock clk0 [all_outputs]
```

## flow/run.sh

```bash
#!/bin/bash
# OpenROAD 26Q1-2900-gdf79404cd8, Yosys 0.63+post, stock flow scripts
make -C /OpenROAD-flow-scripts/flow DESIGN_CONFIG=/design/flow/config.mk WORK_HOME=/design/flow/orfs finish
```

## flow/design.v

```verilog
typedef enum logic [6:0] {
LB,
LH,
LW,
LBU,
LHU,
FLW,
FLD,
FENCE,
FENCEI,
ADDI,
SLLI,
SLTI,
SLTIU,
XORI,
SRLI,
SRAI,
ORI,
ANDI,
AUIPC,
SB,
SH,
SW,
FSW,
FSD,
ADD,
SUB,
MUL,
SLL,
MULH,
SLT,
MULHSU,
SLTU,
MULHU,
XOR,
DIV,
SRL,
DIVU,
SRA,
OR,
REM,
REMU,
AND,
LUI,
FMADDS,
FMSUBS,
FNMSUBS,
FNMADDS,
FADDS,
FSUBS,
FMULS,
FDIVS,
FSQRTS,
FSGNJS,
FSGNJNS,
FSGNJXS,
FMINS,
FMAXS,
FCVTWS,
FCVTWUS,
FCLASS,
FMVXS,
FLES,
FLTS,
FEQS,
FCVTSW,
FCVTSWU,
FMVSX,
BEQ,
BNE,
BLT,
BGE,
BLTU,
BGEU,
JALR,
JAL,
ECALL,
EBREAK,
CSRRW,
CSRRS,
CSRRC,
CSRRWI,
CSRRSI,
CSRRCI,
IDLE
} detected_instr;
typedef enum logic [4:0] {
CADDI4SPN,
CLW,
CFLW,
CSW,
CFSW,
CADDI,
CJAL,
CLI,
CADDI16SP,
CLUI,
CSRLI,
CSRAI,
CANDI,
CSUB,
CXOR,
COR,
CAND,
CJ,
CBEQZ,
CBNEZ,
CSLLI,
CLWSP,
CFLWSP,
CJR,
CMV,
CEBREAK,
CJALR,
CADD,
CSWSP,
CFSWSP,
CIDLE
} detected_instr_c;
module and_or_mux
#(
    parameter int INPUTS    = 4,
    parameter int DW        = 16
)
(
    input  logic[INPUTS-1:0][DW-1:0]    data_in,
    input  logic[INPUTS-1:0]            sel,
    output logic[DW-1:0]                data_out
);
logic tmp;
always_comb begin: mux
    for(int w=0; w < DW; w=w+1) begin
        tmp = 0;
        for(int i=0; i < INPUTS; i=i+1) begin
            tmp = tmp | ( sel[i] & data_in[i][w] );
        end
        data_out[w] = tmp;
    end
end
endmodule
module ld_st_buffer #(
    parameter DATA_WIDTH     = 32,
    parameter ADDR_BITS      = 32,
    parameter BLOCK_ID_START = 5 ,
    parameter R_WIDTH        = 6 ,
    parameter MICROOP        = 5 ,
    parameter ROB_TICKET     = 3 ,
    parameter DEPTH          = 4
) (
    input  logic                  clk               ,
    input  logic                  rst_n             ,
    input  logic                  push              ,
    input  logic [ ADDR_BITS-1:0] write_address     ,
    input  logic [DATA_WIDTH-1:0] write_data        ,
    input  logic [   MICROOP-1:0] write_microop     ,
    input  logic [   R_WIDTH-1:0] write_dest        ,
    input  logic [ROB_TICKET-1:0] write_ticket      ,
    input  logic                  write_isfetched   ,
    input  logic [ ADDR_BITS-1:0] search_address    ,
    input  logic [   MICROOP-1:0] search_microop_in ,
    output logic [DATA_WIDTH-1:0] search_data       ,
    output logic [   MICROOP-1:0] search_microop    ,
    output logic [   R_WIDTH-1:0] search_dest       ,
    output logic [ROB_TICKET-1:0] search_ticket     ,
    output logic                  search_valid_hit  ,
    output logic                  search_partial_hit,
    input  logic                  valid_update      ,
    input  logic [ ADDR_BITS-1:0] update_address    ,
    input  logic                  pop               ,
    output logic                  head_isfetched    ,
    output logic [ ADDR_BITS-1:0] head_address      ,
    output logic [DATA_WIDTH-1:0] head_data         ,
    output logic [   MICROOP-1:0] head_microop      ,
    output logic [   R_WIDTH-1:0] head_dest         ,
    output logic [ROB_TICKET-1:0] head_ticket       ,
    output logic                  valid             ,
    output logic                  ready
);
    localparam INFO_WIDTH = R_WIDTH + MICROOP;
    logic [DEPTH-1:0][ADDR_BITS-1:0]  saved_address;
    logic [DEPTH-1:0][DATA_WIDTH-1:0] saved_data;
    logic [DEPTH-1:0][ROB_TICKET-1:0] saved_ticket;
    logic [DEPTH-1:0][INFO_WIDTH-1:0] saved_info;
    logic [INFO_WIDTH-1:0]            head_info, search_info;
    logic [DEPTH-1:0]                 saved_valid, saved_isfetched;
    logic [    DEPTH-1:0] head, tail, stat_counter ;
    logic [    DEPTH-1:0] matched_update, matched_search_main, matched_search_sec, matched_search;
    logic                 will_update, one_found, microop_ok;
    localparam int LD_BF_SIZE = $bits(saved_address) + $bits(saved_ticket) + $bits(saved_info);
    localparam int ST_BF_SIZE = $bits(saved_address) + $bits(saved_data) + $bits(saved_ticket) + $bits(saved_info);
    assign valid = ~stat_counter[0];
    assign ready = ~stat_counter[DEPTH-1];
    always_comb begin : MatchSearch
        for (int i = 0; i < DEPTH; i++) begin
            matched_search_main[i] = saved_valid[i] ? (search_address[ADDR_BITS-1:BLOCK_ID_START]==saved_address[i][ADDR_BITS-1:BLOCK_ID_START]) : 1'b0;
            matched_search_sec[i] = saved_valid[i] ? (search_address[BLOCK_ID_START-1:0]==saved_address[i][BLOCK_ID_START-1:0]) : 1'b0;
        end
        for (int i = 0; i < DEPTH; i++) begin
            matched_search[i] = matched_search_main[i] & matched_search_sec[i]; 
        end
    end
    always_comb begin : MicroopOk
        if(search_microop_in==5'b00001) begin
            microop_ok = (search_microop == 5'b00110);
        end else if(search_microop_in==5'b00010 | search_microop_in==5'b00011) begin
            microop_ok = (search_microop == 5'b00111 | search_microop == 5'b00110);
        end else if(search_microop_in==5'b00100 | search_microop_in==5'b00101) begin
            microop_ok = 1;
        end else begin
            microop_ok = 0;
        end
    end
    always_comb begin : ValidHit
        search_valid_hit = 0;
        for (int i = 0; i < DEPTH; i++) begin
            if(matched_search[i] && microop_ok) begin
                search_valid_hit = 1;
            end
        end
    end
    assign search_partial_hit = |matched_search_main;
    always_comb begin : matchUpdate
        for (int i = 0; i < DEPTH; i++) begin
            matched_update[i] = saved_valid[i] ? (update_address[ADDR_BITS-1:BLOCK_ID_START]==saved_address[i][ADDR_BITS-1:BLOCK_ID_START]) : 1'b0;
        end
    end
    assign will_update = |matched_update & valid_update;
    always_ff @(posedge clk or negedge rst_n) begin : TailManagement
        if(!rst_n) begin
            tail <= 1;
        end else begin
            if (push) tail <= {tail[DEPTH-2:0], tail[DEPTH-1]};
        end
    end
    always_ff @(posedge clk or negedge rst_n) begin : HeadManagement
        if(!rst_n) begin
            head <= 1;
        end else begin
            if (pop) begin
                head <= {head[DEPTH-2:0], head[DEPTH-1]};
            end
        end
    end
    always_ff @(posedge clk or negedge rst_n) begin : statCounter
        if(!rst_n) begin
            stat_counter <= 1;
        end else begin
            if (push & !pop) begin
                stat_counter <= stat_counter << 1;
            end else if (!push &  pop) begin
                stat_counter <= stat_counter >> 1;
            end
        end
    end
    always_ff @(posedge clk) begin : MemoryData
        for (int i = 0; i < DEPTH; i++) begin
            if(push && tail[i]) begin
                saved_address[i] <= write_address;
                saved_data[i]    <= write_data;
                saved_ticket[i]  <= write_ticket;
                saved_info[i]    <= {write_dest,write_microop};
            end
        end
    end
    always_ff @(posedge clk or negedge rst_n) begin : MemoryValidity
        if(!rst_n) begin
            saved_valid <= 'b0;
        end else begin
            for (int i = 0; i < DEPTH; i++) begin
                if(push && tail[i]) begin
                    saved_valid[i]   <= 1'b1;
                end else if(pop && head[i]) begin
                    saved_valid[i]   <= 1'b0;
                end
            end
        end
    end
    always_ff @(posedge clk or negedge rst_n) begin : MemoryFetched
        if(!rst_n) begin
            saved_isfetched <= 'b0;
        end else begin
            for (int i = 0; i < DEPTH; i++) begin
                if(push && tail[i]) begin
                    saved_isfetched[i] <= write_isfetched;
                end else if(will_update && matched_update[i]) begin
                    saved_isfetched[i] <= 1'b1;
                end
            end
        end
    end
    and_or_mux #(
        .INPUTS    (DEPTH     ),
        .DW        (ADDR_BITS)
    ) mux_addr (
        .data_in (saved_address ),
        .sel     (head       ),
        .data_out(head_address)
    );
    and_or_mux #(
        .INPUTS    (DEPTH     ),
        .DW        (DATA_WIDTH)
    ) mux_data (
        .data_in (saved_data ),
        .sel     (head       ),
        .data_out(head_data)
    );
    and_or_mux #(
        .INPUTS    (DEPTH  ),
        .DW        (INFO_WIDTH)
    ) mux_info (
        .data_in (saved_info ),
        .sel     (head       ),
        .data_out(head_info)
    );
    assign head_microop = head_info[0 +: MICROOP];
    assign head_dest    = head_info[MICROOP +: R_WIDTH];
    and_or_mux #(
        .INPUTS    (DEPTH     ),
        .DW        (ROB_TICKET)
    ) mux_ticket (
        .data_in (saved_ticket ),
        .sel     (head         ),
        .data_out(head_ticket)
    );
    and_or_mux #(
        .INPUTS    (DEPTH     ),
        .DW        (1)
    ) mux_is_fetched (
        .data_in (saved_isfetched ),
        .sel     (head         ),
        .data_out(head_isfetched)
    );
    and_or_mux #(
        .INPUTS    (DEPTH     ),
        .DW        (DATA_WIDTH)
    ) mux_data_s (
        .data_in (saved_data ),
        .sel     (matched_search),
        .data_out(search_data)
    );
    and_or_mux #(
        .INPUTS    (DEPTH  ),
        .DW        (INFO_WIDTH)
    ) mux_info_s (
        .data_in (saved_info ),
        .sel     (matched_search),
        .data_out(search_info)
    );
    assign search_microop = search_info[0 +: MICROOP];
    assign search_dest    = search_info[MICROOP +: R_WIDTH];
    and_or_mux #(
        .INPUTS    (DEPTH     ),
        .DW        (ROB_TICKET)
    ) mux_ticket_s (
        .data_in (saved_ticket ),
        .sel     (matched_search),
        .data_out(search_ticket)
    );
endmodule
```

## flow/config.mk

```make
export PLATFORM = sky130hd
export DESIGN_NAME = ld_st_buffer
export DESIGN_NICKNAME = ld_st_buffer
export VERILOG_FILES = /design/flow/design.v
export SDC_FILE = /design/flow/constraint.sdc
export NUM_CORES = 4
export LEC_CHECK = 1
export CORE_UTILIZATION = 50
```

==> impl_metrics.yaml <==
# physical design summary
layout:
  area_delta_synth_final_pct: 27.0
  fin_area_mm2: 0.0200
  lay_top_count: "edfxtp_1"
  drive_above_1_share_pct: 7.27
  finalNonFillerCells: 1872
  layout_top_cells: "edfxtp_1, clkdlybuf4s50_1, a22oi_1"
logic_synthesis:
  ys_seq_share_pct: 62.8
  ys_cells: 1196
  synth_cell_types: 38
  synth_flops: 332
  ff_type: "edfxtp_1"
  syn_area_mm2: 0.0157
  edf_count: 312
  yosysWarnings: 5
  ys_async_sr_fraction_pct: 6.02
  ys_chip_area_mm2: 0.0157
  syn-instance-count: 1196
  synth.avg_cell_area_um2: 13.2
grt:
  grt_overflow: 0
  grt_usage_pct: 31.8
  antenna_found_initial: 6
  grt_max_degree: 53
  grt_pass1_vias: 11300
  grt_pass1_wl_um: 67800
critical_path:
  reg2reg_depth: 3
  start_kind: "input pin"
  critPathRequiredTime_ns: 7.92
  worstSetupEndpointType: "output port"
  crit_type: "in2out"
  arrival_ns: 5.49
  critPathMaxFanout: 43
floorplan:
  pin_count: 282
  dieArea_mm2: 0.0322
  dieWidth_um: 179
  fp.dieH_um: 179
  rows: 64
  fp_util_pct: 51.2
  core_area_mm2: 0.0307
routing:
  drc_errors: 0
  postRouteWirelength_um: 46800
  routed_via_density: 5.93
  ant_nets: 0
  routedWlPerCell_um: 25.0
  via_count: 11100
  drt_iter0_markers: 837
  first_pass_iters: 22
hold_path:
  holdPathStages: 2
  hold_path.class: "reg2reg"
pwr:
  power_switching_mw: 0.957
  power_mw: 3.77
  p_int_mw: 2.81
  leakagePower_nw: 6.83
  pwr-share-seq_pct: 46.4
  p_comb_share_pct: 17.5
  ir_drop_mv: 0.171
  switching_share_pct: 25.4
  p_per_area_mw_per_mm2: 189
  clkPwrFrac_pct: 36.1
placed_design:
  placed_cell_area_mm2: 0.0187
  placed_cells: 1802
  dpl.hpwl_um: 31100
  routabilityCongestion: 1.05
  port_buffers: 276
final_timing:
  relSlewSlack_pct: 46.3
  setup_violations: 0
  fmax_mhz: 134
  min_period_ns: 7.47
  fin_skew_ns: 0.00908
  finalHoldViolCount: 0
  grt_setup_unrepaired: "no"
  post-route-period-util_pct: 75.5
  drv_slew: 0
  worstMarginPinSlew_ns: 0.804
  final.setup.tns_ns: 0
clocking:
  cts_made_buffers: 37
  post-cts-setup-buffer-count: 0
  cts_buffer_depth: 3
  clk_pin_slew_ns: 0.06
  cts.sinks: 332
  cts_resized: 0
  root_buffer: "clkbuf_16"
  ctsHoldBuffers: 0
  cts_tree: "built"
  htreeDepth: 2
  clk_latency_ns: 0.52
flow_run:
  cap_violations: 0
  warnings: 31
status:
  outcome: "finished, final reports clean"
layer usage:
metal	global-route usage [%]	up-vias	wire length, um
li1	-	5064	-
met1	48.8	5380	18800
met2	46.1	596	21500
met3	14.9	65	5630
met4	5.60	4	894
met5	0	-	24
power by group through the flow:
stage	Sequential, mW	Combinational, mW	Clock [mW]
finish	1.75	0.660	1.36
global route	1.76	0.720	1.44
CTS	1.75	0.663	1.38
metrics by stage:
| stage | util [%] | hold WS (ns) | setup WS [ns] |
|---|---|---|---|
| after floorplan | - | 0.459 | 4.52 |
| after global placement | 61.0 | 0.478 | 2.49 |
| after detailed placement | 61.0 | 0.483 | 2.45 |
| after CTS | 64.9 | 0.500 | 2.44 |
| after global routing | 64.9 | 0.527 | 2.26 |
| final | 64.9 | 0.494 | 2.43 |
critical path, cell delays in order:
cell and delay [ns]:
clkdlybuf4s50_1 0.53, xor2_1 0.24, nor4_1 0.44, nand3_1 0.33
and3b_2 0.32, buf_4 0.50, a22oi_1 0.23, a21oi_2 0.18
nor4b_2 0.06, o31a_1 0.24, clkdlybuf4s50_1 0.41
path summary, 6_finish.rpt:
| check | from | slack, ns | end |
|---|---|---|---|
| worst max register to register | tail[1] | 7.63 | saved_address[33] |
| max in group asynchronous | rst_n | 7.83 | tail[0] |
| worst min register to register | tail[0] | 0.49 | tail[0] |
| worst max-delay path | search_address[5] | 2.43 | search_valid_hit |
| worst min-delay path | tail[0] | 0.49 | tail[0] |
| min in group asynchronous | rst_n | 1.80 | stat_counter[3] |
cells by family (layout without fill, tap and decap cells):
logic type	after synthesis	in the layout	synth area share [%]
compound gates	271	271	12.8
fa+ha+maj	1	1	0.0795
mux	2	2	0.127
buf+inv	100	376	2.88
flops	332	332	62.8
xor+xnor	236	236	13.1
simple gates	254	254	8.16
other cells	0	4	0
final cells by class:
cell class	instances	area (um2)
flip-flops and latches	332	9880
diodes	4	10.0
multi-input cells	764	5410
fillers	2274	10800
inverters	15	61.3
clock buffers	50	1010
well taps	396	495
clock inverters	16	208
repair buffers	295	2910
cell usage after synthesis (2+ instances only):
cell type | instances | area, um2
edfxtp_1 | 312 | 9370
a22oi_1 | 242 | 1820
nand2_1 | 143 | 537
xnor2_1 | 140 | 1230
xor2_1 | 96 | 841
clkbuf_1 | 50 | 188
nand4_1 | 32 | 200
nor4_1 | 25 | 156
buf_2 | 20 | 100
nand3_1 | 20 | 100
dfrtp_1 | 17 | 425
inv_1 | 15 | 56.3
o21ai_0 | 11 | 55.1
buf_4 | 10 | 75.1
nor2_1 | 6 | 22.5
nor3_1 | 5 | 25.0
a21oi_1 | 4 | 20.0
a32oi_1 | 4 | 35.0
a41oi_1 | 4 | 35.0
and2_2 | 4 | 30.0
and2b_2 | 4 | 35.0
and3b_1 | 4 | 35.0
nor3_2 | 4 | 40.0
buf_1 | 3 | 11.3
dfstp_2 | 3 | 78.8
nor4_2 | 3 | 37.5
buf_6 | 2 | 22.5
mux2i_1 | 2 | 20.0
nand4_4 | 2 | 42.5
sequential cells by signal, indices dropped and copies added, names as in the netlist:
name             flops
head                 4
saved_address      128
saved_data         128
saved_info          44
saved_isfetched      4
saved_ticket        12
saved_valid          4
stat_counter         4
tail                 4
No activity file was given, so power comes from the tool's default toggle rates.
